$ cat flow/design.v
module RegFile#(
      parameter DATA_WIDTH   = 32,   
      parameter ADDRESS_WIDTH = 5,  
      parameter NUM_REGS = 32
   )
   (
   input  clk,  
   input  rst, 
   input  rg_wrt_en,  
   input  [ADDRESS_WIDTH-1:0] rg_wrt_dest,  
   input  [ADDRESS_WIDTH-1:0] rg_rd_addr1,  
   input  [ADDRESS_WIDTH-1:0] rg_rd_addr2,  
   input  [DATA_WIDTH-1:0] rg_wrt_data,  
   output logic [DATA_WIDTH-1:0] rg_rd_data1,  
   output logic [DATA_WIDTH-1:0] rg_rd_data2  
   );
integer 	 i;
logic [DATA_WIDTH-1:0] register_file [NUM_REGS-1:0];
always @( negedge clk ) 
begin
    if( rst == 1'b1 )
        for (i = 0; i < NUM_REGS ; i = i + 1)
            register_file [i] <= 0;
    else if( rst ==1'b0 && rg_wrt_en ==1'b1 )
        register_file [ rg_wrt_dest ] <= rg_wrt_data;
end
assign rg_rd_data1 = register_file[rg_rd_addr1];
assign rg_rd_data2 = register_file[rg_rd_addr2];
endmodule
$ cat flow/run.sh
#!/bin/bash
# OpenROAD 26Q1-2900-gdf79404cd8, Yosys 0.63+post, stock flow scripts
make -C /OpenROAD-flow-scripts/flow DESIGN_CONFIG=/design/flow/config.mk WORK_HOME=/design/flow/orfs finish
$ cat flow/config.mk
export PLATFORM = sky130hd
export DESIGN_NAME = RegFile
export DESIGN_NICKNAME = RegFile
export VERILOG_FILES = /design/flow/design.v
export SDC_FILE = /design/flow/constraint.sdc
export NUM_CORES = 4
export LEC_CHECK = 1
export CORE_UTILIZATION = 50
$ cat flow/constraint.sdc
current_design RegFile

set clk_period 15.5
set clk_io_pct 0.2

create_clock -name clk0 -period $clk_period [get_ports {clk}]

set non_clock_inputs [all_inputs -no_clocks]
set_input_delay [expr $clk_period * $clk_io_pct] -clock clk0 $non_clock_inputs
set_output_delay [expr $clk_period * $clk_io_pct] -clock clk0 [all_outputs]
==> qor.txt <==
average wire per standard cell: 27.5 um
power density over the cells: 122 nW/um2
top_reg_cell synth: edfxtp_1
remaining routing DRC violations: 0
cell count in the Yosys report: 4641
largest fanout on the critical path: 2
Total Power: 8.15 mW
Die ar.: 114000 um2
Post-DP Area: 58700 um2
Port Buf Inserts: 113
Largest register FFs: 1024
first-pass GRT wire length: 282000 um
Synth Area per Inst: 12.1 um2
Max-area cell share: 54.7%
CTS buffer count: 120
First-pass DRT Iterations: 6
CTS tree: yes
worst-margin pin slew: 1.05 ns
Synth cell types: 31
Vias: 41797
total global-route track usage: 38.1%
Boundary Pins: 114
GRT Residual Overflow: 0
post-CTS sizing: 0
TNS Setup: 0 ns
ys flops: 1024
Post-DRT Antenna Nets: 0
largest register by flop count: register_file
yosys stat area: 56200 um2
area leader, netlist: edfxtp_1
Worst setup EP type: primary output
CTS H-tree lvls: 3
status: complete, no violations
Area Overhead vs Synth: 18.8%
final instance area: 66700 um2
dominant cells by area after synthesis: edfxtp_1 55%, mux2i_1 18%, and2_1 11%, a22oi_1 2.6%, a22o_1 2.0%
Hold WC Path Type: in -> out
final setup violation count: 0
Top cells excl fill/tap: 1059 x inv_1, 1024 x and2_1, 1024 x mux2i_1, 1024 x edfxtp_1, 194 x nand2_1
Max Buffers Root-to-Sink: 3
VDD IR max: 88.4 uV
vias per cell: 5.80
RSZ-0062 raised after global routing: no
max_slew headroom: 30.0%
CTS Hold Bufs: 0
Commonest Layout Cell: inv_1
Crit path arrival time: 10.57 ns
Leak Pwr: 30.0 nW
fill count: 8757
setup ws final: 1.83 ns
worst hold slack: 7.38 ns
largest net degree at the start of global routing: 91
max-cap violations: 0
DR iter-0 viols: 2919
Post-Syn Area: 56200 um2
OpenROAD warnings: 1027
Setup WS pre-CTS: 1.51 ns
Cell Rows: 122
Critical Path Start Type: flip-flop
biggest regs: register_file: 1024 flops
final hold vios: 0
hold-critical path depth: 6
Hold Startpoint: rg_rd_addr1[1]
yosys warning tally: 1
Async SR Flop Fraction: 0%
Clk pin slew, worst setup/hold paths: 0.04 ns
Clock Tree Root: clkbuf_16
Post-synth EDFFs: 1024
initial antenna violation count: 6
Core ar.: 111000 um2
Slew Limit Fails: 0
number of global-route vias before repair: 44152
clock tree sinks: 1024
drt total wl: 198000 um
Post-Synthesis Cells: 4641
Worst Setup Path Type: reg -> out
Worst Path Required: 12.40 ns
DIE WIDTH: 337 um
Pre-Place Util: 50.6%
share of layout cells above drive strength 1: 7.60%
Post-CTS Setup Bufs: 0
DP HPWL: 109000 um
Post-synth seq share: 54.7%
Final Wtd Congestion: 0.896
die span in y: 337 um
WHS Endpoint: rg_rd_data1[16]
-- synth_stat cells (64+ instances only) --
cell      number
and2_1      1026
edfxtp_1    1024
mux2i_1     1024
clkbuf_1     247
nand2_1      196
nand3_1      193
a21oi_1      192
a22oi_1      192
a22o_1       128
buf_4         83
a31oi_1       64
nor3_1        64
-- worst max-delay path: stages (launching register included) --
cell,delay [ns]
edfxtp_1,0.35
mux2i_1,0.08
a22o_1,0.26
nor3_1,0.58
a31oi_1,0.16
nand3_1,0.13
clkdlybuf4s50_1,0.53
-- logic make-up after synthesis --
family	after synthesis	share of synthesized area, %
AND-OR/OR-AND	576	6.98
buffers and inverters	449	3.97
flip-flops	1024	54.7
multiplexers	1024	18.2
AND/OR/NAND/NOR	1568	16.1
-- worst max path at each step --
stage / from / endpoint / slack [ns] / depth (start not counted)
4_1_cts: register_file[2][11] / rg_rd_data1[11] / 1.89 / 6
5_1_grt: register_file[0][13] / rg_rd_data2[13] / 1.72 / 6
6_report: register_file[2][11] / rg_rd_data1[11] / 1.83 / 6
-- per-stage QoR --
stage / cells / utilization, %
2_1_floorplan: 4641 / -
3_3_place_gp: 5954 / 52.9
3_5_place_dp: 5954 / 52.9
4_1_cts: 7199 / 60.1
5_1_grt: 7199 / 60.1
6_report: 7204 / 60.1
-- power by group --
group | leakage [nW] | internal, mW | total [mW] | switching, mW
clock | 7.57 | 2.19 | 4.04 | 1.84
combinational | 12.7 | 0.297 | 0.809 | 0.512
sequential | 9.74 | 3.22 | 3.30 | 0.0774
total | 30.0 | 5.71 | 8.15 | 2.43
-- layer usage --
layer | GRT usage, % | vias to the layer above | part of all wire [%]
met5 | 0.511 | - | 0.045
met4 | 19.2 | 10 | 4.7
met3 | 25.6 | 439 | 15
met2 | 51.5 | 2402 | 44
met1 | 48.1 | 20008 | 36
li1 | - | 18938 | -
-- layout make-up --
cell class | count | area [um2] | share of cell area (%)
clock buffers | 121 | 3030 | 4.54
clock inverters | 1125 | 5010 | 7.51
diodes | 5 | 12.5 | 0.0187
repair buffers | 273 | 2640 | 3.96
well taps | 1488 | 1860 | 2.79
flip-flops and latches | 1024 | 30700 | 46.1
multi-input cells | 3168 | 23400 | 35.1
Power is estimated from default activity; no workload was simulated.
