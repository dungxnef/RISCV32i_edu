File: design/flow/config.mk
export PLATFORM = sky130hd
export DESIGN_NAME = alu
export DESIGN_NICKNAME = alu
export VERILOG_FILES = /design/flow/design.v
export SDC_FILE = /design/flow/constraint.sdc
export NUM_CORES = 4
export LEC_CHECK = 1
export CORE_UTILIZATION = 50
export SYNTH_HDL_FRONTEND = slang
File: design/flow/constraint.sdc
current_design alu

set clk_period 22.3
set clk_io_pct 0.2

create_clock -name clk0 -period $clk_period

set non_clock_inputs [all_inputs -no_clocks]
set_input_delay [expr $clk_period * $clk_io_pct] -clock clk0 $non_clock_inputs
set_output_delay [expr $clk_period * $clk_io_pct] -clock clk0 [all_outputs]
File: design/flow/design.v
module alu#(
        parameter DATA_WIDTH = 32,
        parameter OPCODE_LENGTH = 4
        )
        (
        input logic [DATA_WIDTH-1:0]    SrcA,
        input logic [DATA_WIDTH-1:0]    SrcB,
        input logic [OPCODE_LENGTH-1:0]    Operation,
        output logic[DATA_WIDTH-1:0] ALUResult
        );
        logic [31:0] diff;
        logic [31:0] udiff;
        logic [31:0] sub_signed;
  	logic [31:0] sub_unsigned;
  	logic slt;
  	logic sltu;
  	logic sge;
  	logic sgeu;
        assign diff = SrcA + ~SrcB + 1 ;
        assign udiff = $signed(SrcA) + $signed(~SrcB) +1;
    	assign sub_signed   = diff  & 32'h80000000;
  	assign sub_unsigned = udiff & 32'h10000000;
        always_latch
        begin
            case(Operation)
            4'b0000:         
                    ALUResult = SrcA & SrcB;
            4'b0001:         
                    ALUResult = SrcA | SrcB;
            4'b0010:         
                    ALUResult = $signed(SrcA) + $signed(SrcB);
            4'b0011:         
                    ALUResult = SrcA ^ SrcB;
            4'b0100:         
                    ALUResult = SrcA << SrcB[4:0];
            4'b0101:         
                    ALUResult = SrcA >> SrcB[4:0];
            4'b0110:         
                    ALUResult = diff;
            4'b0111:         
                    ALUResult = $signed(SrcA) >>> SrcB[4:0];
            4'b1000:         
                    ALUResult = (SrcA == SrcB) ? 1 : 0;
            4'b1001:         
                    ALUResult = (SrcA != SrcB) ? 1 : 0;
            4'b1100:         
                    if (sub_signed == 32'h80000000)  begin
		  	slt = 1;
			ALUResult = {31'b0,slt};
			end
			else begin
			slt = 0;
			ALUResult = {31'b0,slt};
			end
            4'b1101:         
                    if (sub_signed == 32'h80000000)  begin
		  	sge = 0;
			ALUResult = {31'b0,sge};
			end
			else begin
			sge = 1;
			ALUResult = {31'b0,sge};
			end
            4'b1110:         
                    if  ((SrcA[31] ^ SrcB[31] == 0) && (sub_unsigned == 32'h10000000)) 
				begin  
				sltu = 1;
				ALUResult = {31'b0,sltu};
				end
			   else if ((SrcA[31] ^ SrcB[31] == 1) && (sub_unsigned == 32'b0))
				begin
				sltu =1;
				ALUResult = {31'b0,sltu};
				end
				else begin		     
				sltu = 0;
				ALUResult = {31'b0,sltu};
			   end 
            4'b1111:         
                     if  ((SrcA[31] ^ SrcB[31] == 0) && (sub_unsigned == 32'h10000000)) 
				begin  
				sgeu = 0;
				ALUResult = {31'b0,sgeu};
				end
			   else if ((SrcA[31] ^ SrcB[31] == 1) && (sub_unsigned == 32'b0))
				begin
				sgeu =0;
				ALUResult = {31'b0,sgeu};
				end
				else begin		     
				sgeu = 1;
				ALUResult = {31'b0,sgeu};
			   end 
            4'b1010:         
                    ALUResult = 1;
            default:
                    ALUResult = 0;
            endcase
        end
endmodule
File: design/flow/run.sh
#!/bin/bash
# OpenROAD 26Q1-2900-gdf79404cd8, Yosys 0.63+post, stock flow scripts
make -C /OpenROAD-flow-scripts/flow DESIGN_CONFIG=/design/flow/config.mk WORK_HOME=/design/flow/orfs finish
==> results.toml <==
# synthesis and place-and-route metrics
[route]
routedWlPerCell_um = 25.02
dr.pass1.iters = 6
drcViolationCount = 0
avgViaCountPerCell = 6.871
postRouteAntennaNets = 0
vias = 10720
routed_wl_um = 39030
drt-initial-drc-count = 1367

[power]
intPower_w = 0.00009673
p_per_area_nw_per_um2 = 25.73
p_leak_nw = 4.064
p_sw_w = 0.0001505
netSwitchingFraction_pct = 60.87
peakVddDrop_mv = 0.02233

[synthesis]
netlist_top_cells_count = "nor2_1 (183), a21oi_1 (129), nand2_1 (103)"
ys_cells = 1323
yosysMostFrequentCell = "nor2_1"
synthCells = 1323
largest_area_cell = "ha_1"
ys_types = 81
top_area_share_pct = 14.57
synth_seq_share_pct = 0
ys_top_cells_by_area = "ha_1 (15%), nor2_1 (7.9%), a21oi_1 (7.4%)"
syn_area_per_cell_um2 = 6.556
synth_area_um2 = 8673
synth_chip_area_um2 = 8673
yosysWarningCount = 0

[worst_setup_path]
cp.arrival_ns = 9.16
startpoint_type = "input port"
critPathSlowestCell = "ha_1"
worst-path-buf-inv = 4
startpoint = "SrcB[4]"
path_class = "input port to output port"
worstPathCellList = "clkdlybuf4s50_1 -> buf_4 -> inv_1 -> ha_1 -> o211ai_1 -> o21ai_1 -> o311ai_2 -> o31ai_2 -> a41oi_1 -> o21ai_1 -> o22ai_1 -> a221o_1 -> clkdlybuf4s50_1"
crit_cells = 13
cp_top_family = "AND-OR/OR-AND gates"
critical_path.endpoint_type = "output port"
max_stage_delay_ns = 0.58
cp-endpoint = "ALUResult[27]"
cp_max_fo = 42
required_ns = 17.84

[final_layout]
flop_area_um2 = 0
nClkBuffers = 0
nFlopsAndLatches = 0
fill_cells = 1663
instances_no_fill = 1560
drive_gt1_share_pct = 7.468
area_growth_pct = 10.79

[global_routing]
track_usage_pct = 44.18
antenna_found_initial = 4
grt_max_degree = 87
grt_pass1_vias = 9538
gr-total-overflow = 0
grt_pass1_wl_um = 58500

[timing]
tns_ns = 0
whs_ns = 10.04
finalCritPeriodShare_pct = 61.08
rsz0062_at_grt = "false"
period_needed_ns = 13.62
setup_viol = 0
timing.fmax_mhz = 73.41
finalHoldViolations = 0
slew_headroom_pct = 37.32
worst_pin_slew_ns = 0.9165
maxSlewViolCount = 0

[run]
drv_cap = 0
tool_warnings = 102

[floorplanning]
num_rows = 47
die_w_um = 133.7
core_util_floorplan_pct = 51.75
chipArea_um2 = 17880
core_um2 = 16760
die_h_um = 133.7
ios = 100

[clock_tree]
hold_buffers = 0
postCtsSetupRepairBufs = 0
ctsResizeCount = 0

[worst_hold_path]
hold_depth = 7
worstHoldPathType = "input port to output port"

[placement]
gp_congestion = 1.102
numPlacedInstances = 1559
port_buffers = 100
hpwl_um = 30370

[outcome]
outcome = "complete, no violations"
worst min-delay path, delay by kind of cell:
kind / cells / cell delay, ns
compound gates: 1 / 0.21
fa+ha+maj: 1 / 0.17
buf+inv: 3 / 0.61
simple gates: 2 / 0.13
worst min-delay path by stage:
stage                          end  startpoint
after CTS             ALUResult[3]     SrcB[3]
after global routing  ALUResult[3]     SrcB[3]
final                 ALUResult[3]     SrcB[3]
power groups by stage:
stage                 clock network [W]  logic [W]  registers [W]
after global routing                  0   0.000264              0
after CTS                             0   0.000239              0
cell families (layout without fill, tap and decap cells):
kind of cell / after synthesis / after routing / share of synthesized area, %
simple gates: 426 / 426 / 22.42
other cells: 0 / 1 / 0
mux: 107 / 107 / 14.90
compound gates: 480 / 480 / 36.96
buf+inv: 200 / 216 / 9.983
fa+ha+maj: 103 / 103 / 15.03
xor+xnor: 7 / 7 / 0.7069
cell type report:
type	instances	area, um^2	share of cell area [%]
Multi-Input combinational cell	1123	7823	81.41
Timing Repair Buffer	124	1164	12.11
Inverter	92	345.3	3.594
Tap cell	220	275.3	2.865
Antenna cell	1	2.502	0.02604
per-stage QoR:
stage / utilization [%] / setup WS (ns) / cell area (um^2) / total power (W)
final: 57.33 / 8.679 / 9609 / 0.0002472
after global routing: 57.32 / 8.507 / 9607 / 0.0002644
after CTS: 57.32 / 8.743 / 9607 / 0.0002388
after detailed placement: 57.32 / 8.763 / 9607 / 0.0002376
after global placement: 57.32 / 8.828 / 9607 / 0.0002386
after floorplan: - / 10.21 / 8673 / 0.0001506
cells in the final DEF (no fill, tap or decap), drive strengths merged, types with 34 or more instances in the layout:
cell / n
a211oi: 42
a21oi: 130
clkdlybuf4s50: 96
ha: 101
inv: 90
mux2: 34
mux2i: 59
nand2: 103
nor2: 183
o21ai: 89
routing by layer:
layer	routed length, um	part of all wire (%)	GRT usage (%)	up-vias
met5	35	0.090	0	-
met4	1599	4.1	15.47	6
met3	5210	13	14.34	108
met2	15810	41	61.49	676
met1	16380	42	63.55	4960
li1	-	-	-	4968
No activity file was given, so power comes from the tool's default toggle rates.
