==> flow/design.v <==
module BranchUnit
    #(parameter PC_W = 9)
    (input logic clk,reset,
     input logic [PC_W-1:0] Cur_PC,
     input logic [31:0] Imm,
     input logic JalrSel,
     input logic Branch,
     input logic [31:0] AluResult,
     output logic [31:0] PC_Imm,
     output logic [31:0] PC_Four,
     output logic [31:0] BrPC,
     output logic PcSel);
    logic Branch_Sel;
    logic [31:0] PC_Full;
    logic [1:0] Branch_Counter [0:2**PC_W-1];
    assign PC_Full = {23'b0, Cur_PC};
    assign PC_Imm = PC_Full + Imm;
    assign PC_Four = PC_Full + 32'b100;
    always_ff @(posedge clk) begin
        if (reset) begin
            Branch_Counter[Cur_PC] <= 2'b00;  
        end else if (Branch) begin
            if (AluResult[0]) begin
                if (Branch_Counter[Cur_PC] < 2'b11) begin
                    Branch_Counter[Cur_PC] <= Branch_Counter[Cur_PC] + 1;  
                end
            end else begin
                if (Branch_Counter[Cur_PC] > 2'b00) begin
                    Branch_Counter[Cur_PC] <= Branch_Counter[Cur_PC] - 1;  
                end
            end
        end
    end
    assign Branch_Sel = Branch && (Branch_Counter[Cur_PC] < 2'b10);  
    assign BrPC = (JalrSel) ? AluResult :      
                  (Branch_Sel) ? PC_Imm : 32'b0;   
    assign PcSel = JalrSel || Branch_Sel;   
endmodule
==> flow/run.sh <==
#!/bin/bash
# OpenROAD 26Q1-2900-gdf79404cd8, Yosys 0.63+post, stock flow scripts
make -C /OpenROAD-flow-scripts/flow DESIGN_CONFIG=/design/flow/config.mk WORK_HOME=/design/flow/orfs finish
==> flow/config.mk <==
export PLATFORM = sky130hd
export DESIGN_NAME = BranchUnit
export DESIGN_NICKNAME = BranchUnit
export VERILOG_FILES = /design/flow/design.v
export SDC_FILE = /design/flow/constraint.sdc
export NUM_CORES = 4
export LEC_CHECK = 1
export CORE_UTILIZATION = 40
==> flow/constraint.sdc <==
current_design BranchUnit

set clk_period 67.8
set clk_io_pct 0.2

create_clock -name clk0 -period $clk_period [get_ports {clk}]

set non_clock_inputs [all_inputs -no_clocks]
set_input_delay [expr $clk_period * $clk_io_pct] -clock clk0 $non_clock_inputs
set_output_delay [expr $clk_period * $clk_io_pct] -clock clk0 [all_outputs]
==> impl_results.rst <==
Flow metrics
------------

.. list-table::
   :header-rows: 1

   * - Metric
     - Value
   * - Number of global-route vias before repair
     - 26,700
   * - Clock root buffer
     - sky130_fd_sc_hd__clkbuf_16
   * - Post-synthesis to final-layout area growth
     - 13.5%
   * - Pre-placement core utilization
     - 0.404
   * - WL final
     - 116 mm
   * - Final hold vios
     - 0
   * - Clock sinks
     - 1,024
   * - Wire length of the first global-routing pass
     - 172 mm
   * - Setup slack after placement
     - 34.70 ns
   * - Critical path arrival
     - 19.52 ns
   * - Total standard cell area after synthesis
     - 44,000 µm²
   * - Unrepaired setup endpoints after global routing
     - no
   * - Largest net degree at the start of global routing
     - 89
   * - Sum of negative setup slack
     - 0 ns
   * - Measured slew at the worst slew-check pin
     - 0.918 ns
   * - Height of the die
     - 334 µm
   * - Number of buffers added on ports
     - 151
   * - Worst Skew
     - 0.0401 ns
   * - Met1 Track Usage GR
     - 0.275
   * - Endpoint kind of the worst setup timing path
     - output pin
   * - Power per Cell Area
     - 26.8 nW/µm²
   * - Hold_ws
     - 1.97 ns
   * - Registers with the highest flip-flop counts
     - Branch_Counter (1024)
   * - Tool warnings
     - 30
   * - Clock-pin slew on the worst setup and hold paths
     - 0.06 ns
   * - Vias
     - 24,500
   * - Synthesized area per cell
     - 16.6 µm²
   * - GR Util All Layers
     - 0.232
   * - Cell row count
     - 121
   * - Met2 demand-to-capacity share in global routing
     - 0.350
   * - Remaining Overflow, GRT
     - 0
   * - Post-route fraction of the period consumed by the critical path
     - 0.488
   * - Post-route setup slack
     - 34.72 ns
   * - Clock tree from TritonCTS
     - built
   * - Antenna-violating nets left
     - 0
   * - Run status
     - finished clean
   * - Buffer levels on the longest clock path
     - 3
   * - Tally of yosys warning messages
     - 1
   * - Synthesized flop and latch total
     - 1,024
   * - Met3 demand-to-capacity share in global routing
     - 0.168
   * - Number of endpoints failing setup at the final stage
     - 0
   * - Most congested layer reported by global routing
     - met2
   * - Max reg flops
     - 1,024
   * - Post-CTS Hold Buffers
     - 0
   * - Flip-flops with a built-in enable
     - 1,024
   * - CP Class
     - primary input to output pin
   * - Die W
     - 334 µm
   * - Number of buffers inserted to repair setup after CTS
     - 0
   * - Synthesized netlist cell count
     - 2,644
   * - Largest fanout on the critical path
     - 66
   * - Placement-stage cell area
     - 46,700 µm²
   * - Violation tally from detailed-route iteration zero
     - 1,652
   * - Number of CTS-inserted buffers
     - 104
   * - Count of pins over their slew limit
     - 0
   * - DP HPWL
     - 70.6 mm
   * - CP Launch Type
     - primary input
   * - Highest Clock Rate
     - 30.2 MHz
   * - Area of the chip
     - 111,000 µm²
   * - Number of top-level pins
     - 174
   * - Cell Type Count
     - 75
   * - Mean routed wirelength per cell
     - 27.0 µm
   * - Gpl congestion
     - 0.924
   * - Average via count per standard cell
     - 5.72
   * - Gates resized, CTS repair
     - 0
   * - Share of flip-flops with an asynchronous set or reset
     - 0
   * - Fraction of the core area covered by cells at the end of the flow
     - 0.458
   * - Number of antenna violations at the first check in global routing
     - 1
   * - Cell area after layout
     - 49,900 µm²
   * - Floorplan core area
     - 109,000 µm²
   * - Number of cell instances after yosys synthesis
     - 2,644
   * - WP data required
     - 54.24 ns
   * - Sequential share of the synthesized area
     - 0.699
   * - Headroom to the max-slew limit
     - 0.387
   * - Clock latency at the later pin of the worst-skew pair
     - 0.68 ns
   * - Top register by number of flip-flops
     - Branch_Counter
   * - Tmin final
     - 33.08 ns
   * - CTS HTree Levels
     - 3
   * - Tightest Hold Check Type
     - register to register
   * - Max-Cap Viols
     - 0
   * - Remaining routing DRC violations
     - 0
   * - Top_reg_cell synth
     - sky130_fd_sc_hd__edfxtp_1
   * - Leakage component of the power
     - 0.0158 µW
   * - Total cell area reported by yosys after synthesis
     - 44,000 µm²
   * - Ratio of cells with drive above 1 in the final layout
     - 0.171
   * - Worst vdd ir
     - 0.0235 mV
   * - DRT Pass-1 Iters
     - 8
[metal layers]
layer	wire [µm]	share of wire
met4	3220	0.028
met3	19800	0.17
met2	54900	0.47
met1	37700	0.33
met5	13	0.00011
[per-stage QoR]
step	total power, µW	instances
after floorplan	789	2665
after global placement	818	4100
after detailed placement	819	4100
after CTS	1350	4285
after global routing	1380	4285
final	1340	4286
[cell usage after synthesis, drive strengths merged (3+ instances only)]
cell	instances	area, µm²
a2111oi	4	35.0
a211oi	8	60.1
a21oi	22	110
a221oi	4	35.0
a22o	6	52.6
a22oi	30	230
a31oi	7	43.8
a32o	3	30.0
and2	5	31.3
and3	15	95.1
and3b	3	26.3
and4	6	52.6
buf	99	847
clkbuf	118	453
edfxtp	1024	30700
ha	15	188
inv	19	71.3
mux2	13	146
mux2i	72	721
mux4	253	5810
nand2	128	480
nand2b	11	68.8
nand3	25	125
nand3b	6	45.0
nand4	18	113
nor2	545	2050
nor2b	23	144
nor3	14	70.1
nor3b	4	35.0
nor4	9	62.6
o211ai	11	82.6
o21ai	42	210
o22ai	7	43.8
o31ai	7	52.6
o32ai	3	26.3
xnor2	26	228
xor2	8	70.1
[power by group]
group / total, µW / leakage, µW / switching [µW] / internal [µW]
logic: 98.8 / 0.00472 / 62.5 / 36.3
clock network: 533 / 0.00153 / 229 / 303
registers: 707 / 0.00952 / 0.129 / 706
total: 1340 / 0.0158 / 292 / 1050
[logic make-up after synthesis]
kind of cell / after synthesis / synth area share
DFF: 1024 / 0.699
and+or+nand+nor: 821 / 0.0790
muxes: 338 / 0.152
buffers and inverters: 236 / 0.0312
AOI/OAI and AO/OA: 174 / 0.0270
xor gates and xnor gates: 34 / 0.00677
adders and majority gates: 16 / 0.00472
other: 1 / 0.0000853
[final cells by class]
type / instances / area (µm²)
Timing Repair Buffer: 238 / 2170
Tap cell: 1414 / 1770
Multi-Input combinational cell: 1405 / 12000
Clock inverter: 54 / 393
Inverter: 19 / 73.8
Antenna cell: 1 / 2.50
Clock buffer: 131 / 2750
Fill cell: 8984 / 59000
Sequential cell: 1024 / 30700
[cell usage in the layout, fill, tap and decap left out, types with 27 or more instances in the layout]
cell type / Yosys / layout
sky130_fd_sc_hd__buf_4: 31 / 87
sky130_fd_sc_hd__clkdlybuf4s50_1: 0 / 146
sky130_fd_sc_hd__nor2_1: 544 / 543
sky130_fd_sc_hd__mux4_2: 223 / 223
sky130_fd_sc_hd__clkbuf_16: 0 / 106
sky130_fd_sc_hd__clkinv_1: 0 / 27
sky130_fd_sc_hd__edfxtp_1: 1024 / 1024
sky130_fd_sc_hd__o21ai_0: 42 / 42
sky130_fd_sc_hd__a22oi_1: 29 / 29
sky130_fd_sc_hd__nand2_1: 128 / 112
sky130_fd_sc_hd__mux4_1: 30 / 30
sky130_fd_sc_hd__mux2i_1: 72 / 72
[path summary, 6_finish.rpt]
kind,slack (ns),end,startpoint,cells after the start
setup reg to reg,60.75,Branch_Counter[323][1],Branch_Counter[76][1],16
setup / recovery,34.72,BrPC[1],Cur_PC[0],14
hold reg to reg,1.97,Branch_Counter[328][0],Branch_Counter[137][0],7
hold / removal,1.97,Branch_Counter[328][0],Branch_Counter[137][0],7
[worst max-delay path, stage by stage]
cell and delay, ns:
sky130_fd_sc_hd__buf_8 0.49, sky130_fd_sc_hd__buf_4 0.54, sky130_fd_sc_hd__buf_4 0.53, sky130_fd_sc_hd__buf_4 0.53
sky130_fd_sc_hd__buf_4 0.64, sky130_fd_sc_hd__mux4_1 0.64, sky130_fd_sc_hd__a22oi_1 0.26, sky130_fd_sc_hd__a21oi_1 0.10
sky130_fd_sc_hd__nor3_1 0.22, sky130_fd_sc_hd__and3b_1 0.27, sky130_fd_sc_hd__nand4_1 0.35, sky130_fd_sc_hd__buf_4 0.39
sky130_fd_sc_hd__o41ai_1 0.29, sky130_fd_sc_hd__clkdlybuf4s50_1 0.52
No activity file was given, so power comes from the tool's default toggle rates.
